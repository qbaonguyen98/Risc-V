$ cat ./run.sh
#!/bin/bash
# OpenROAD 26Q1-2900-gdf79404cd8, Yosys 0.63+post, stock flow scripts
make -C /OpenROAD-flow-scripts/flow DESIGN_CONFIG=/design/flow/config.mk WORK_HOME=/design/flow/orfs finish
$ cat ./config.mk
export PLATFORM = sky130hd
export DESIGN_NAME = pc
export DESIGN_NICKNAME = pc
export VERILOG_FILES = /design/flow/design.v
export SDC_FILE = /design/flow/constraint.sdc
export NUM_CORES = 4
export LEC_CHECK = 1
export CORE_AREA = 10 10 82 82
export DIE_AREA = 0 0 92 92
$ cat ./constraint.sdc
current_design pc

set clk_period 1.0
set clk_io_pct 0.2

create_clock -name clk0 -period $clk_period [get_ports {clk}]

set non_clock_inputs [all_inputs -no_clocks]
set_input_delay [expr $clk_period * $clk_io_pct] -clock clk0 $non_clock_inputs
set_output_delay [expr $clk_period * $clk_io_pct] -clock clk0 [all_outputs]
$ cat ./design.v
module pc(clk, rst, pc_in, pc_out);
    parameter PC_WIDTH_LENGTH = 32;
    input clk, rst;
    input [PC_WIDTH_LENGTH-1:0] pc_in;
    output reg [PC_WIDTH_LENGTH-1:0] pc_out;
    initial pc_out = 32'b00000000_00000000_00000000_00000000;
    always@ (posedge clk) begin
    if (rst==1)
        pc_out = 32'b00000000_00000000_00000000_00000000;
    else 
        pc_out = pc_in; 
    end   
endmodule 
==> flow_metrics.py <==
# Physical implementation metrics
metrics = {
    "final_layout": {
        "layout-drive-gt1-share_pct": 28.3,
        "fin_area_um2": 1630,
        "areaGrowthSynthToFinish_pct": 89.1,
        "fill_cells": 535,
        "largest_reg_flops": 32,
    },
    "critical_path": {
        "path_delay_family": "flip-flops",
        "crit_path_cell_trace": "clkdlybuf4s15_1",
        "critical_path_required_ns": 0.80,
        "worstPathMaxFanout": 1,
        "cp_num_buf_inv": 1,
        "crit_arrival_ns": 0.76,
        "startpoint": "pc_out[13]$_SDFF_PP0_",
        "start_kind": "flop",
        "end_kind": "output port",
        "crit_type": "flop to output port",
        "cpPeakStageDelay_ns": 0.31,
        "crit_slowest_cell": "dfxtp_1",
    },
    "synth": {
        "yosysWarnings": 1,
        "netlist_instances": 67,
        "syn_avg_cell_area_um2": 12.9,
        "ys.flops": 32,
        "netlist_area_um2": 863,
        "ys_types": 3,
        "ys_cells": 67,
        "yosys_area_um2": 863,
        "yosysSeqAreaShare_pct": 74.2,
    },
    "clock_tree": {
        "cts_tree": "built",
        "clock_sinks": 32,
        "cts_buffers": 5,
        "ctsHtreeMaxLevel": 2,
        "clkTransAtPathRegs_ns": 0.07,
        "cts.path.max_buffers": 2,
        "cts_setup_buffers": 0,
        "cts-root-buf": "clkbuf_8",
        "cts_hold_buf": 0,
    },
    "final_timing": {
        "timing.final.crit_period_ns": 0.956,
        "relSlewSlack_pct": 90.8,
        "max_freq_mhz": 1050,
        "tns_ns": 0,
        "final_max_slew_viol_count": 0,
        "finalClockPeriodUsage_pct": 95.6,
        "timing.final.ws_setup_ns": 0.0439,
        "rsz0062_at_grt": "no",
        "setup_viol": 0,
        "final_hold_viol_count": 0,
        "worstMarginPinSlew_ns": 0.139,
    },
    "placement": {
        "numPortBuffers": 65,
        "dpl_worst_slack_ns": -0.0988,
        "hpwl_um": 1880,
        "place_area_um2": 1600,
        "gp_congestion": 0.657,
    },
    "detailed_routing": {
        "antenna_left": 0,
        "via_per_inst": 3.21,
        "finalWirelength_um": 2400,
        "num_antenna_cells": 0,
        "wire_per_inst_um": 11.5,
        "vias": 667,
        "dr.pass1.iters": 3,
        "initialDrtViolationCount": 13,
        "drc_errors": 0,
    },
    "global_route": {
        "grtUsageTotal_pct": 5.71,
        "antenna_found_initial": 0,
        "grt_pass1_vias": 745,
        "grt_max_degree": 33,
        "grt-ovfl-total": 0,
        "grt_pass1_wl_um": 3890,
    },
    "floorplan": {
        "die_height_um": 92,
        "io_pins": 66,
        "core_um2": 5070,
        "die_width_um": 92,
        "placementRows": 26,
        "core_util_floorplan_pct": 17.0,
        "die_area_um2": 8460,
    },
    "run": {
        "maxCapViolations": 0,
        "log.warning_count": 25,
    },
    "worst_hold_path": {
        "worstHoldStart": "pc_in[4]",
        "hold_path_class": "input pin to flop",
    },
    "power_and_ir_drop": {
        "powerDensity_nw_per_um2": 1730,
        "power_mw": 2.82,
        "ir_drop_uv": 792,
        "p_leak_nw": 0.677,
    },
    "status": {
        "status": "finished, final reports clean",
    },
}
[power breakdown]
part           internal (mW)  leakage, nW  switching (mW)
clock                  0.739       0.0552           0.456
sequential              1.35        0.270          0.0157
combinational          0.207        0.351          0.0554
total                   2.29        0.677           0.527
[path summary, 6_finish.rpt]
path,depth (start not counted),endpoint,slack [ns]
setup / recovery,1,pc_out[13],0.04
hold / removal,2,pc_out[4]$_SDFF_PP0_,0.47
[metal layers]
layer  routed length [um]  vias to the layer above  share of wire [%]  GRT usage [%]
met4                   33                        0                1.4          0.900
met1                  989                      276                 41           6.66
met5                    0                        -                  0              0
met3                  388                        6                 16           4.37
li1                     -                      339                  -              -
met2                  986                       46                 41           8.35
[area by class of cell]
| class | instances | area (um2) | share of cell area (%) |
|---|---|---|---|
| sequential | 32 | 657 | 40.2 |
| clock inverter | 2 | 35.0 | 2.15 |
| multi-input combinational | 32 | 200 | 12.3 |
| clock buffer | 6 | 72.6 | 4.44 |
| timing repair buffer | 66 | 581 | 35.6 |
| tap | 70 | 87.6 | 5.36 |
[cells in the final DEF, fill, tap and decap left out, drive strengths merged]
cell,instances
clkbuf,24
nor2b,32
clkdlybuf4s50,33
bufinv,1
clkinv,1
clkdlybuf4s15,14
buf,1
dfxtp,32
[cells in the mapped netlist, drive strengths merged]
library cell  instances  area share [%]
buf                   3             2.6
dfxtp                32              74
nor2b                32              23
[cells by family after synthesis]
family / Yosys count / synth area share [%]
flip-flops: 32 / 74.2
AND/OR/NAND/NOR: 32 / 23.2
buffers and inverters: 3 / 2.61
[timing repair]
item	CTS	global route
pin swaps	0	0
gates cloned	0	0
endpoints found under the setup margin	32	19
hold endpoints to repair	0	0
resized	64	31
[stage by stage]
stage,std cells,utilization (%),hold slack (ns)
2_1_floorplan,67,-,0.272
3_3_place_gp,200,31.5,0.760
3_5_place_dp,200,31.5,0.761
4_1_cts,208,33.6,0.457
5_1_grt,208,32.2,0.456
6_report,208,32.2,0.466
Power and IR drop assume default switching activity.
