$ cat /design/flow/design.v
module Reg(clk, RegWEn, inst_X, inst_W, DataD, DataA, DataB);
    input clk, RegWEn;
    input [31:0] inst_X, inst_W; 
    input [31:0] DataD;    
    output [31:0] DataA, DataB;
    integer k;
    reg [31:0] data [0:31];      
    wire [4:0] AddrA, AddrB, AddrD;
    assign AddrD = inst_W[11:7];       
    assign AddrA = inst_X[19:15];      
    assign AddrB = inst_X[24:20];      
    assign DataA = |AddrA ? data[AddrA] : 0;         
    assign DataB = |AddrB ? data[AddrB] : 0;
    initial begin
        for(k=0; k<32; k=k+1)   data[k] = 32'b0;
    end
    always@ (*) begin
        data[0] <= 32'b0;             
        if (RegWEn)     data[AddrD] <= DataD;     
    end
endmodule
$ cat /design/flow/run.sh
#!/bin/bash
# OpenROAD 26Q1-2900-gdf79404cd8, Yosys 0.63+post, stock flow scripts
make -C /OpenROAD-flow-scripts/flow DESIGN_CONFIG=/design/flow/config.mk WORK_HOME=/design/flow/orfs finish
$ cat /design/flow/config.mk
export PLATFORM = sky130hd
export DESIGN_NAME = Reg
export DESIGN_NICKNAME = Reg
export VERILOG_FILES = /design/flow/design.v
export SDC_FILE = /design/flow/constraint.sdc
export NUM_CORES = 4
export LEC_CHECK = 1
export CORE_UTILIZATION = 40
$ cat /design/flow/constraint.sdc
current_design Reg

set clk_period 6.5
set clk_io_pct 0.2

create_clock -name clk0 -period $clk_period

set non_clock_inputs [all_inputs -no_clocks]
set_input_delay [expr $clk_period * $clk_io_pct] -clock clk0 $non_clock_inputs
set_output_delay [expr $clk_period * $clk_io_pct] -clock clk0 [all_outputs]
==> Slide: Implementation Results <==
Flow Results at a Glance

Placed design
  – Placed wire-length estimate: 115000 um
  – GPL Wtd Cong: 1.10
  – Port Buffers: 112
  – Dpl cells: 4100
  – Placed cell area: 32100 um^2

Detailed routing
  – Final wirelength: 192000 um
  – WL/cell: 46.5 um
  – Vias per inst: 7.84
  – Total number of vias: 32.3k
  – 1st-pass router iterations: 9
  – Post-DRT Antenna Nets: 0
  – Drt drc: 0
  – DRT iter0 DRCs: 4918

Floorplanning
  – Std-Cell Rows: 97
  – IO Count: 162
  – Starting Density: 40.5%
  – Die width: 269 um
  – Core area: 70100 um^2
  – Die Ht: 269 um
  – DIE AREA: 72100 um^2

Logic synthesis
  – Yosys warning count: 2
  – EDFF count, synth: 0
  – Cells after Synth: 3040
  – Synthesized area: 28400 um^2
  – Mean Syn Cell Area: 9.35 um^2
  – Synth flops: 992
  – Ys async rst share: 0%
  – Ys cells: 3040
  – Yosys stat area: 28400 um^2
  – Commonest flop: dlxtn_1
  – Yosys cell types: 56

Timing
  – Number of unconstrained endpoints: 992
  – Setup ws final: -115 ps
  – Fmax achieved: 151 MHz
  – RSZ-0062 raised after global routing: no
  – Fin. Hold Viols: 0
  – Relative slew margins: 25.3%
  – Tmin final: 6610 ps
  – Register pins left without a clock: 992
  – Slew Limit Fails: 0
  – Least-Margin Pin Slew: 1120 ps
  – Tcrit/Tclk final: 102%
  – Setup Viol. Count Final: 1

Cells and area
  – Final non-filler cell total: 4127
  – Fraction of layout cells with a size suffix above 1: 12.7%
  – Biggest regs: data (992)
  – Final Util: 46.0%
  – Max FFs per register: 992
  – Area grow syn2layout: 13.5%
  – Final non-filler cell area: 32300 um^2
  – Largest register by flop count: data

Global route
  – Total grt overflow: 0
  – Vias in the first global route: 31.0k
  – Initial antenna violation count: 25
  – Total GRT Usage: 54.9%
  – Pin count of the biggest net entering global routing: 34
  – First-pass GRT wire length: 257000 um

Clocking
  – # hold bufs at CTS: 0
  – CTS resizes: 0

Worst setup path
  – Worst setup SP type: input pin
  – Crit Path Max Fanout: 12
  – Data required, critical path: 5200 ps
  – Worst path top cell family by delay: buffers and inverters
  – CP Capture Type: primary output
  – CP dominant cell by count: buf_4
  – Worst Path Buf+Inv: 5
  – Arrival time worst endpoint: 5310 ps
  – Instance count on the critical path: 10
  – Worst path cell trace: clkdlybuf4s50_1 > buf_4 > buf_4 > nand3b_1 > nor2_4 > buf_4 > a22oi_1 > nand3_1 > or4_1 > clkdlybuf4s50_1
  – Slowest stage delay, CP: 920 ps
  – Critical path type: input pin to primary output
  – CP max-delay cell: clkdlybuf4s50_1

Status
  – Failing checks: negative setup slack
  – Run status: finished with violations

Power
  – Peak supply drop: 0.0000302 V
  – NetSw: 823 uW
  – P_leak: 15.4 nW
  – Int Power: 797 uW
  – PwrDens: 50.2 nW/um^2
  – Switch share: 50.8%

Worst hold path
  – Hold Path Class: input pin to primary output
  – Hold Path Stages: 5

Run
  – Maxcap violations: 0
  – Tool warnings: 82
[tightest hold or removal path, cell delays in order]
cell and delay, ps:
clkdlybuf4s50_1 600, buf_4 360, nand3_1 130, nand4_1 120, clkdlybuf4s50_1 440
[stage by stage]
step	power [mW]	hold slack, ps	TNS, ps	setup WS [ps]
finish	1.62	4260	-115	-115
global placement	1.54	4220	0	163
detailed placement	1.54	4220	0	173
CTS	1.54	4220	0	162
floorplan	0.866	2910	0	2250
global route	1.65	4290	0	117
[synthesized netlist by cell type, types with 5 or more instances]
cell       number  area share (%)
a222oi_1       23            0.81
a22oi_1       628              17
and2_1         34            0.75
nor3_1         13            0.23
dlxtn_1       992              52
a2111oi_0     113             3.5
and3_1        396             8.7
nor3b_1         9            0.24
mux2_2          6            0.24
buf_4           6            0.16
nor2_1         30            0.40
or4_1          59             1.6
nand2_1        65            0.86
a21oi_1        11            0.19
buf_2          57             1.0
a22o_1          8            0.25
and4_1          5            0.15
nand3b_1        7            0.18
nand4_1        92             2.0
nand3_1       173             3.0
and3b_1         6            0.18
mux2i_1        14            0.49
clkbuf_1      182             2.4
a32oi_1         8            0.25
and2_0          5            0.11
nor2b_1        11            0.24
a2111oi_2      17            0.90
buf_6          15            0.59
[layout by cell type, fill, tap and decap left out, types with 9 or more instances in the layout]
cell type and instances:
nand3_1 165, diode_2 23, a21oi_1 11, mux2i_1 14, a22oi_1 628, clkdlybuf4s50_1 112, nand4_1 92, dlxtn_1 992
a2111oi_0 113, buf_12 22, a2111oi_2 17, nand2_2 23, nor2b_1 9, a222oi_1 23, and3_1 396, nand2_1 42
or4_1 59, and2_2 25, nor2_1 11, buf_4 256, nor2_4 14, and2_1 14
[final timing paths]
check	start	slack, ps	endpoint
setup / recovery	inst_X[18]	-110	DataA[9]
hold / removal	inst_X[16]	4260	DataA[31]
[cell families after synthesis]
group           count (synthesis)  synth area share (%)
latches                       992                  52.4
simple gates                  931                  19.4
compound gates                828                  23.0
buf+inv                       268                  4.28
mux                            21                 0.810
[layer usage]
layer / vias to the layer above / wire length [um] / part of all wire [%] / track usage (%)
li1: 12100 / - / - / -
met1: 15200 / 63500 / 33 / 63.9
met2: 3773 / 71800 / 37 / 69.3
met3: 1270 / 37800 / 20 / 40.4
met4: 30 / 18200 / 9.5 / 37.6
met5: - / 670 / 0.35 / 5.95
[area by class of cell]
type                            instances  area [um^2]
Fill cell                            6686        37900
Sequential cell                       992        14900
Multi-Input combinational cell       1780        12600
Timing Repair Buffer                  390         3480
Tap cell                              940         1180
Antenna cell                           23         57.6
Inverter                                2         7.51
[what timing repair did]
| item | CTS | global route |
|---|---|---|
| endpoints found under the hold margin | 0 | 0 |
| buffers inserted | 0 | 4 |
| endpoints found under the setup margin | 0 | 1 |
Power is estimated from default activity; no workload was simulated.
