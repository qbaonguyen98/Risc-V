--- flow/config.mk ---
export PLATFORM = sky130hd
export DESIGN_NAME = mux3
export DESIGN_NICKNAME = mux3
export VERILOG_FILES = /design/flow/design.v
export SDC_FILE = /design/flow/constraint.sdc
export NUM_CORES = 4
export LEC_CHECK = 1
export CORE_AREA = 10 10 76 76
export DIE_AREA = 0 0 86 86
--- flow/constraint.sdc ---
current_design mux3

set clk_period 3.4
set clk_io_pct 0.2

create_clock -name clk0 -period $clk_period

set non_clock_inputs [all_inputs -no_clocks]
set_input_delay [expr $clk_period * $clk_io_pct] -clock clk0 $non_clock_inputs
set_output_delay [expr $clk_period * $clk_io_pct] -clock clk0 [all_outputs]
--- flow/design.v ---
`timescale 1ps/1ps 
module mux3(sel, in1, in2, in3, out);
    input [1:0] sel;
    input [31:0] in1;
    input [31:0] in2;
    input [31:0] in3;
    output reg [31:0] out;
    always@ (*) begin
    #2
        out <= (sel == 0)? in1 : (sel == 1)? in2 : (sel == 2)? in3 : 0;
    end
endmodule 
--- flow/run.sh ---
#!/bin/bash
# OpenROAD 26Q1-2900-gdf79404cd8, Yosys 0.63+post, stock flow scripts
make -C /OpenROAD-flow-scripts/flow DESIGN_CONFIG=/design/flow/config.mk WORK_HOME=/design/flow/orfs finish
==> out/metrics.csv <==
stage;metric;value;unit
outcome;outcome;completed;
clocking;post_cts_resized;0;
global_routing;initial_antenna_violation_count;0;
sta;cycle_use_final;84.7;%
sta;timing_hold_violations_final;0;
detailed_routing;drt_first_pass_iters;2;
synthesis;netlist_area;787;um^2
place;place.port_buffers;130;
sta;timing.fmax;347;MHz
sta;timing_worst_slew_pin_value;0.655;ns
global_routing;grt_pass1_wl;6.60;mm
synthesis;yosysChipArea;787;um^2
synthesis;ys_cells;77;
layout;layout.area.seq;0;um^2
global_routing;grt_overflow_total;0;
place;place.detailed.hpwl;3.97;mm
critical_path;worstPathMaxFanout;14;
global_routing;gr_usage_total;10.9;%
sta;setup-tns-final;0;ns
synthesis;yosys_warnings;1;
detailed_routing;n_antenna_cell;0;
sta;headroom_to_the_max_slew_limit;56.3;%
global_routing;grt_start_max_net_pins;33;
place;place.gp.congestion;0.830;
clocking;hold_buffers;0;
detailed_routing;wl_per_cell;17.8;um
critical_path;crit_required;2.72;ns
floorplan;initial_utilization;19.1;%
place;numPlacedInstances;250;
layout;layout.clock_buffers;0;
synthesis;postSynthCellCount;77;
job;stage_log_warnings;32;
layout;layout_top_cell;sky130_fd_sc_hd__clkdlybuf4s50_1;
critical_path;timing.critical_path.from_type;primary input;
floorplan;chipArea;7400;um^2
detailed_routing;drtAntennaViolNets;0;
power_and_ir_drop;cell_internal_pwr;189;uW
power_and_ir_drop;swShare;25.5;%
floorplan;chipWidth;86;um
hold_path;worst_hold_path.num_cells;3;
layout;seq_cell_count;0;
detailed_routing;via_count;1105;
power_and_ir_drop;sequentialPowerShare;0;%
sta;finalMaxSlewViolations;0;
hold_path;holdPathEnd;out[28];
layout;final_layout_top_logic_cells;sky130_fd_sc_hd__clkdlybuf4s50_1 (129), sky130_fd_sc_hd__mux2i_1 (32), sky130_fd_sc_hd__o2bb2ai_1 (22);
power_and_ir_drop;leakagePower;0.800;nW
critical_path;critPathKind;primary input to primary output;
floorplan;rows;23;
detailed_routing;first_iter_violations;12;
sta;grt_setup_unrepaired;no;
detailed_routing;route.detailed.vias_per_inst;4.42;
hold_path;hold_path_class;primary input to primary output;
sta;fin_crit;2.88;ns
floorplan;floorplan.die.height;86;um
power_and_ir_drop;total_switching_power;64.7;uW
floorplan;fp.coreArea;4120;um^2
synthesis;yosysSeqAreaShare;0;%
detailed_routing;drt_drc_violations_left;0;
synthesis;yosysUniqueCellTypes;8;
layout;area_growth_syn_to_layout;165;%
critical_path;worst_setup_path_end_kind;primary output;
sta;setup_viol;0;
layout;fin_cells;250;
detailed_routing;wl;4.46;mm
floorplan;io_pins;130;
layout;layout-drive-gt1-share;8.50;%
power_and_ir_drop;power.density;122;nW/um^2
job;drv_cap;0;
power_and_ir_drop;share_of_power_burned_in_the_clock_network;0;%
power_and_ir_drop;vdd_drop_max;86.1;uV
hold_path;holdCritStartpoint;in3[28];
synthesis;synth.avg_cell_area;10.2;um^2
critical_path;cp_data_arrival_time;2.20;ns
power_and_ir_drop;comb_power_share;100.0;%
clocking;total_setup_buffers_inserted_after_cts;0;
global_routing;number_of_global_route_vias_before_repair;1196;
## power by group through the flow
stage     Sequential, mW  Clock, mW  Combinational, mW
4_1_cts                0          0              0.259
5_1_grt                0          0              0.275
6_report               0          0              0.254
## routing by layer
layer  GRT usage, %  vias to the layer above  part of all wire [%]
li1               -                      568                     -
met1           11.7                      477                    37
met2           19.6                       60                    51
met3           5.43                        0                    12
met4              0                        0                     0
met5              0                        -                     0
## synth_stat cells, drive strengths merged
cell type   n  area, um^2
buf        10         103
nor2b       1        13.8
mux2i      32         320
clkbuf      2        7.51
o2bb2ai    32         343
## stage by stage
step	cell area (um^2)	power (mW)	utilization, %	worst slack, ns	hold slack, ns
final	2090	0.254	50.7	0.519	2.28
after global routing	2090	0.275	50.7	0.388	2.31
after CTS	2090	0.259	50.7	0.477	2.29
after detailed placement	2090	0.258	50.7	0.472	2.28
after global placement	2090	0.256	50.7	0.508	2.29
after floorplan	787	0.0743	-	1.44	1.42
## cells by family after synthesis
family                 share of synthesized area, %
AND/OR/NAND/NOR                                1.75
multiplexers                                   40.7
AND-OR/OR-AND                                  43.6
buffers and inverters                          14.0
## critical path, cell delays in order
cell	delay, ns
sky130_fd_sc_hd__clkdlybuf4s50_1	0.47
sky130_fd_sc_hd__nor2b_4	0.16
sky130_fd_sc_hd__buf_4	0.25
sky130_fd_sc_hd__o2bb2ai_1	0.14
sky130_fd_sc_hd__clkdlybuf4s50_1	0.49
## area by class of cell
| type | instances | area, um^2 |
|---|---|---|
| fillers | 374 | 2030 |
| multi-input cells | 65 | 677 |
| well taps | 50 | 62.6 |
| repair buffers | 135 | 1350 |
## how the worst max path moves through the flow
stage         slack, ns  startpoint  endpoint
CTS                0.48      sel[0]   out[16]
global route       0.39      sel[0]   out[16]
finish             0.52      sel[1]   out[13]
No activity file was given, so power comes from the tool's default toggle rates.
